File: flow/design.v
module sigma_delta_dac (
	input 			clk,			 
	input	[14:0]	ldatasum,	 
	input	[14:0] 	rdatasum,	 
	output	reg 	left=0,		 
	output	reg 	right=0		 
);
localparam DW = 15;
localparam CW = 2;
localparam RW  = 4;
localparam A1W = 2;
localparam A2W = 5;
wire [DW+2+0  -1:0] sd_l_er0, sd_r_er0;
reg  [DW+2+0  -1:0] sd_l_er0_prev=0, sd_r_er0_prev=0;
wire [DW+A1W+2-1:0] sd_l_aca1,  sd_r_aca1;
wire [DW+A2W+2-1:0] sd_l_aca2,  sd_r_aca2;
reg  [DW+A1W+2-1:0] sd_l_ac1=0, sd_r_ac1=0;
reg  [DW+A2W+2-1:0] sd_l_ac2=0, sd_r_ac2=0;
wire [DW+A2W+3-1:0] sd_l_quant, sd_r_quant;
reg [24-1:0] seed1 = 24'h654321;
reg [19-1:0] seed2 = 19'h12345;
reg [24-1:0] seed_sum=0, seed_prev=0, seed_out=0;
always @ (posedge clk) begin
  if (&seed1)
    seed1 <= #1 24'h654321;
  else
    seed1 <= #1 {seed1[22:0], ~(seed1[23] ^ seed1[22] ^ seed1[21] ^ seed1[16])};
end
always @ (posedge clk) begin
  if (&seed2)
    seed2 <= #1 19'h12345;
  else
    seed2 <= #1 {seed2[17:0], ~(seed2[18] ^ seed2[17] ^ seed2[16] ^ seed2[13] ^ seed2[0])};
end
always @ (posedge clk) begin
  seed_sum  <= #1 seed1 + {5'b0, seed2};
  seed_prev <= #1 seed_sum;
  seed_out  <= #1 seed_sum - seed_prev;
end
localparam ID=4;  
reg  [ID+0-1:0] int_cnt = 0;
always @ (posedge clk) int_cnt <= #1 int_cnt + 'd1;
reg  [DW+0-1:0] ldata_cur=0, ldata_prev=0;
reg  [DW+0-1:0] rdata_cur=0, rdata_prev=0;
wire [DW+1-1:0] ldata_step, rdata_step;
reg  [DW+ID-1:0] ldata_int=0, rdata_int=0;
wire [DW+0-1:0] ldata_int_out, rdata_int_out;
assign ldata_step = {ldata_cur[DW-1], ldata_cur} - {ldata_prev[DW-1], ldata_prev};  
assign rdata_step = {rdata_cur[DW-1], rdata_cur} - {rdata_prev[DW-1], rdata_prev};  
always @ (posedge clk) begin
  if (~|int_cnt) begin
    ldata_prev <= #1 ldata_cur;
    ldata_cur  <= #1 ldatasum;  
    rdata_prev <= #1 rdata_cur;
    rdata_cur  <= #1 rdatasum;  
    ldata_int  <= #1 {ldata_cur[DW-1], ldata_cur, {ID{1'b0}}};
    rdata_int  <= #1 {rdata_cur[DW-1], rdata_cur, {ID{1'b0}}};
  end else begin
    ldata_int  <= #1 ldata_int + {{ID{ldata_step[DW+1-1]}}, ldata_step};
    rdata_int  <= #1 rdata_int + {{ID{rdata_step[DW+1-1]}}, rdata_step};
  end
end
assign ldata_int_out = ldata_int[DW+ID-1:ID];
assign rdata_int_out = rdata_int[DW+ID-1:ID];
wire [DW+2-1:0] ldata_gain, rdata_gain;
assign ldata_gain = {ldata_int_out[DW-1], ldata_int_out, 1'b0} + {{(2){ldata_int_out[DW-1]}}, ldata_int_out};
assign rdata_gain = {rdata_int_out[DW-1], rdata_int_out, 1'b0} + {{(2){rdata_int_out[DW-1]}}, rdata_int_out};
assign sd_l_aca1 = {{(A1W){ldata_gain[DW+2-1]}}, ldata_gain} - {{(A1W){sd_l_er0[DW+2-1]}}, sd_l_er0} + sd_l_ac1;
assign sd_r_aca1 = {{(A1W){rdata_gain[DW+2-1]}}, rdata_gain} - {{(A1W){sd_r_er0[DW+2-1]}}, sd_r_er0} + sd_r_ac1;
assign sd_l_aca2 = {{(A2W-A1W){sd_l_aca1[DW+A1W+2-1]}}, sd_l_aca1} - {{(A2W){sd_l_er0[DW+2-1]}}, sd_l_er0} - {{(A2W+1){sd_l_er0_prev[DW+2-1]}}, sd_l_er0_prev[DW+2-1:1]} + sd_l_ac2;
assign sd_r_aca2 = {{(A2W-A1W){sd_r_aca1[DW+A1W+2-1]}}, sd_r_aca1} - {{(A2W){sd_r_er0[DW+2-1]}}, sd_r_er0} - {{(A2W+1){sd_r_er0_prev[DW+2-1]}}, sd_r_er0_prev[DW+2-1:1]} + sd_r_ac2;
always @ (posedge clk) begin
  sd_l_ac1 <= #1 sd_l_aca1;
  sd_r_ac1 <= #1 sd_r_aca1;
  sd_l_ac2 <= #1 sd_l_aca2;
  sd_r_ac2 <= #1 sd_r_aca2;
end
assign sd_l_quant = {sd_l_ac2[DW+A2W+2-1], sd_l_ac2} + {{(DW+A2W+3-RW){seed_out[RW-1]}}, seed_out[RW-1:0]};
assign sd_r_quant = {sd_r_ac2[DW+A2W+2-1], sd_r_ac2} + {{(DW+A2W+3-RW){seed_out[RW-1]}}, seed_out[RW-1:0]};
assign sd_l_er0 = sd_l_quant[DW+A2W+3-1] ? {1'b1, {(DW+2-1){1'b0}}} : {1'b0, {(DW+2-1){1'b1}}};
assign sd_r_er0 = sd_r_quant[DW+A2W+3-1] ? {1'b1, {(DW+2-1){1'b0}}} : {1'b0, {(DW+2-1){1'b1}}};
always @ (posedge clk) begin
  sd_l_er0_prev <= #1 (&sd_l_er0) ? sd_l_er0 : sd_l_er0+1;
  sd_r_er0_prev <= #1 (&sd_r_er0) ? sd_r_er0 : sd_r_er0+1;
end
always @ (posedge clk) begin
  left  <= #1 (~|ldata_gain) ? ~left  : ~sd_l_er0[DW+2-1];
  right <= #1 (~|rdata_gain) ? ~right : ~sd_r_er0[DW+2-1];
end
endmodule
File: flow/run.sh
#!/bin/bash
# OpenROAD 26Q1-2900-gdf79404cd8, Yosys 0.63+post, stock flow scripts
make -C /OpenROAD-flow-scripts/flow DESIGN_CONFIG=/design/flow/config.mk WORK_HOME=/design/flow/orfs finish
File: flow/config.mk
export PLATFORM = sky130hd
export DESIGN_NAME = sigma_delta_dac
export DESIGN_NICKNAME = sigma_delta_dac
export VERILOG_FILES = /design/flow/design.v
export SDC_FILE = /design/flow/constraint.sdc
export NUM_CORES = 4
export LEC_CHECK = 1
export CORE_UTILIZATION = 30
File: flow/constraint.sdc
current_design sigma_delta_dac

set clk_period 16.9
set clk_io_pct 0.2

create_clock -name clk0 -period $clk_period [get_ports {clk}]

set non_clock_inputs [all_inputs -no_clocks]
set_input_delay [expr $clk_period * $clk_io_pct] -clock clk0 $non_clock_inputs
set_output_delay [expr $clk_period * $clk_io_pct] -clock clk0 [all_outputs]
==> impl_metrics.py <==
# Metrics from the implementation run
metrics = {
    "die": {
        "die_h_um": 255,
        "rows": 92,
        "fp_util": 0.303,
        "chipArea_sq_mm": 0.0648,
        "boundaryPins": 33,
        "core_sq_mm": 0.0631,
        "die_w_um": 255,
    },
    "flow_run": {
        "tool_warnings": 37,
        "cap_violations": 0,
    },
    "clocking": {
        "ctsHoldBuffers": 0,
        "clock_latency_ps": 560,
        "cts_resized": 0,
        "h-tree-depth": 1,
        "cts-buffers-inserted": 28,
        "clockBufferDepth": 3,
        "cts.sinks": 242,
        "cts-root-buf": "clkbuf_16",
        "cts.clk_slew.worst_paths_ps": 60,
        "cts_tree": "done",
        "postCtsSetupBuffers": 0,
    },
    "synth": {
        "top_cells_by_area": "ha_1, dfxtp_1, edfxtp_1, xnor2_1, a21oi_1",
        "top_area_cell": "ha_1",
        "ys_warn_count": 1,
        "simple_gate_area_frac": 0.144,
        "synthTopCellsByCount": "ha_1, inv_1, dfxtp_1",
        "topCombFamilyByArea": "adder cells",
        "xor_area_frac": 0.107,
        "syn_area_per_cell_sq_um": 8.99,
        "ys_cells": 2127,
        "adder_share": 0.230,
        "ys_area_sq_mm": 0.0191,
        "netlist.area_leader.share": 0.207,
        "enable_flop_cells": 60,
        "compound_area_frac": 0.187,
        "synth_cell_type_count": 99,
        "mux_share": 0.00275,
        "synthFlopType": "dfxtp_1",
        "synth_flops": 242,
        "netlist_instances": 2127,
        "top_cell": "ha_1",
        "postSynth.asyncResetShare": 0,
        "ys_seq_frac": 0.285,
        "netlist_area_sq_mm": 0.0191,
    },
    "critical_path": {
        "reg2reg_depth": 43,
        "slowest_stage": "fa_1",
        "crit_cells": 43,
        "worst-path-buf-inv": 3,
        "critPathMostFrequentCell": "ha_1",
        "crit_arrival_ps": 10700,
        "slowest_delay_ps": 470,
        "path_delay_family": "AND-OR/OR-AND gates",
        "crit_path_end_kind": "register",
        "criticalPathCategory": "reg2reg",
        "cp_data_required_time_ps": 17390,
        "worstPathMaxFanout": 38,
        "start_kind": "register",
    },
    "place": {
        "gp_congestion": 0.867,
        "hpwl_um": 28300,
        "numPortBuffers": 32,
        "pre_cts_ws_ps": 6740,
        "dp_cells": 2981,
    },
    "grt": {
        "grt_first_pass_wirelength_um": 63300,
        "first_global_vias": 13800,
        "grt_overflow_total": 0,
        "grt_usage": 0.118,
        "antenna_found_initial": 0,
        "grt_max_degree": 68,
    },
    "detailed_routing": {
        "drt-total-wl_um": 36400,
        "wl_per_cell_um": 12.0,
        "final_antenna_net_count": 0,
        "drtPass1Iterations": 7,
        "drt_iter0_drc": 498,
        "n_antenna_cell": 0,
        "vias": 14400,
        "drcViolationCount": 0,
        "vias_per_cell": 4.73,
    },
    "finish": {
        "drive_above_1_share": 0.0549,
        "logic_area_sq_mm": 0.0129,
        "seq_area_sq_mm": 0.00545,
        "fin_cells": 3033,
        "syn2layout_area_growth_pct": 12.1,
        "num-fill-cells": 6325,
    },
    "final_timing": {
        "setup_tns_ps": 0,
        "period_minus_slack_ps": 10200,
        "maxSlewViolCount": 0,
        "hold_slack_ps": 351,
        "hold_viol_final": 0,
        "slew_headroom": 0.439,
        "period_used_share": 0.604,
        "fin_skew_ps": 13.9,
        "max_freq_mhz": 98.0,
        "setup_slack_ps": 6700,
        "rsz0062_at_grt": "no",
        "tightest_slew_ps": 830,
        "setup_viol": 0,
    },
    "worst_hold_path": {
        "hold_depth": 0,
        "min_path_type": "reg2reg",
    },
    "status": {
        "status": "finished, final reports clean",
    },
}
## flip-flops by register name, summed over array words and instances (netlist names), 15 cells and up
register and count:
sd_r_ac1 19, seed1 24, ldata_prev 15, sd_l_ac2 22, ldata_cur 15, rdata_prev 15, rdata_int 19, sd_l_ac1 19
sd_r_ac2 22, ldata_int 19, seed2 19, rdata_cur 15
## layer usage
layer / track usage / share of wire
met1: 0.176 / 0.51
met2: 0.187 / 0.44
met3: 0.0144 / 0.030
met4: 0.0219 / 0.021
met5: 0 / 0
## cells by family (layout without fill, tap and decap cells)
logic type	after synthesis	in the layout
and+or+nand+nor	553	553
AOI/OAI and AO/OA	536	536
adders and majority gates	339	339
DFF	242	242
xor gates and xnor gates	229	229
buffers and inverters	222	282
muxes	5	5
other	1	1
## cell type report
class,instances,share of cell area
Clock inverter,16,0.00864
Tap cell,846,0.0494
Sequential cell,242,0.254
Inverter,193,0.0338
Clock buffer,36,0.0379
Timing Repair Buffer,37,0.0167
Multi-Input combinational cell,1663,0.600
## final timing paths
kind,slack (ps),startpoint,endpoint
worst min register to register,350,seed2[12],seed2[13]
worst min-delay path,350,seed2[12],seed2[13]
worst max-delay path,6700,seed_out[3],sd_l_ac2[21]
worst max register to register,6700,seed_out[3],sd_l_ac2[21]
## stage by stage
stage	instance area (sq um)	util
2_1_floorplan	19100	-
3_3_place_gp	20400	0.324
3_5_place_dp	20400	0.324
4_1_cts	21400	0.340
5_1_grt	21400	0.340
6_report	21400	0.340
## cell usage in the layout, fill, tap and decap left out, types with 15 or more instances in the layout
cell type | netlist | final
ha_1 | 316 | 316
inv_1 | 192 | 192
dfxtp_1 | 182 | 182
a21oi_1 | 161 | 161
xnor2_1 | 155 | 155
nor2_1 | 141 | 141
nand2_1 | 129 | 129
o21ai_0 | 101 | 101
xor2_1 | 70 | 70
edfxtp_1 | 60 | 60
a21o_1 | 53 | 53
nor3_1 | 46 | 46
nand3_1 | 39 | 39
and2_1 | 38 | 38
nor2b_1 | 34 | 34
clkdlybuf4s50_1 | 0 | 32
o21bai_1 | 30 | 30
clkbuf_16 | 0 | 30
or2_2 | 22 | 22
nand4_1 | 22 | 22
fa_1 | 22 | 22
o21a_1 | 20 | 20
nand2b_1 | 20 | 20
and3_1 | 19 | 19
a211oi_1 | 19 | 19
a31oi_1 | 15 | 15
## worst reg2reg max path: cells and delay by family, from the launching register on
family	cells	cell delay, ps
adder cells (fa/ha/maj)	7	2690
XOR/XNOR	6	990
buffers and inverters	3	970
AND/OR/NAND/NOR	11	2060
AND-OR/OR-AND	16	3120
flip-flops	1	290
